File: config.mk
export PLATFORM = sky130hd
export DESIGN_NAME = cm_sqrt_q
export DESIGN_NICKNAME = cm_sqrt_q
export VERILOG_FILES = /design/flow/design.v
export SDC_FILE = /design/flow/constraint.sdc
export NUM_CORES = 4
export LEC_CHECK = 1
export CORE_UTILIZATION = 40
File: constraint.sdc
current_design cm_sqrt_q

set clk_period 12.6
set clk_io_pct 0.2

create_clock -name clk0 -period $clk_period [get_ports {clk}]

set non_clock_inputs [all_inputs -no_clocks]
set_input_delay [expr $clk_period * $clk_io_pct] -clock clk0 $non_clock_inputs
set_output_delay [expr $clk_period * $clk_io_pct] -clock clk0 [all_outputs]
File: design.v
localparam WADDR_DEPTH = 2048;
localparam WDATA_WIDTH = 16;
localparam RADDR_DEPTH = 4096;
localparam RDATA_WIDTH = 8;
localparam FIFO_CONTROLLER = "FABRIC";
localparam FORCE_FAST_CONTROLLER = 0;
localparam IMPLEMENTATION = "EBR";
localparam WADDR_WIDTH = 11;
localparam RADDR_WIDTH = 12;
localparam REGMODE = "noreg";
localparam RESETMODE = "async";
localparam ENABLE_ALMOST_FULL_FLAG = "TRUE";
localparam ALMOST_FULL_ASSERTION = "static-single";
localparam ALMOST_FULL_ASSERT_LVL = 1500;
localparam ALMOST_FULL_DEASSERT_LVL = 1499;
localparam ENABLE_ALMOST_EMPTY_FLAG = "FALSE";
localparam ALMOST_EMPTY_ASSERTION = "static-dual";
localparam ALMOST_EMPTY_ASSERT_LVL = 1;
localparam ALMOST_EMPTY_DEASSERT_LVL = 2;
localparam ENABLE_DATA_COUNT_WR = "FALSE";
localparam ENABLE_DATA_COUNT_RD = "TRUE";
localparam FAMILY = "iCE40UP";
module cm_sqrt_q #(
    parameter DW = 32 						 
)(
    input wire clk,							 
    input wire rst_n,						 
    input wire [DW-1:0] din_i,				 
    input wire din_valid_i,					 
    output wire busy_o,						 
    output wire [(DW+(DW%2))/2-1:0] sqrt_o,	 
    output wire [DW-2:0] rem_o				 
);
localparam din_width = DW + (DW%2);
localparam iteration_number = din_width/2;
localparam icnt_width = clogb2(iteration_number);
localparam sqrt_width = iteration_number;
reg [din_width-1:0]din_reg;
reg [icnt_width-1:0]icnt;
reg [2:0]sqrt_en;
reg [sqrt_width-1:0]sqrt_data;
reg [DW-2:0]rem_data;
wire [DW:0]sqrt_l2a1 = {sqrt_data, 2'b01};
wire [DW:0]rem_a2b = {rem_data, din_reg[din_width-1:din_width-2]};
reg rem_cmp;
wire [DW-2:0]rem_next = rem_cmp ? (rem_a2b-sqrt_l2a1) : rem_a2b;
reg [DW-2:0]rem_next0;  
wire sqrt_next = rem_cmp;
localparam WAIT = 0,
           COMPARE = 1,
           ITERATE = 2;
reg busy;
always @(posedge clk or negedge rst_n) begin
    if (~rst_n) begin
        sqrt_en <= 0;
        icnt <= iteration_number-1;
         rem_next0 <= 'd0;
         busy <='d0;
         rem_cmp <='d0;
    end
    else begin
        case (sqrt_en)
            3'd0 : begin 
                if (din_valid_i) begin 
                    sqrt_en <= 2'd1;
                    icnt <= iteration_number-1;
                    din_reg <= {{(DW%2){1'b0}}, din_i}; 
                    sqrt_data <= 0;
                    rem_data <= 0;
                    busy <='d1;
                    rem_cmp <='d0;
                end
            end
3'd1:begin 
  sqrt_en <= 3'd4;
  if(rem_a2b>=sqrt_l2a1) begin 
    rem_cmp <= 1;
  end
  else 
   begin
    rem_cmp <= 0;
   end
 end
3'd4:begin 
  sqrt_en <= 2'd2;
    rem_cmp <= rem_cmp;
 end
 3'd2:begin 
   sqrt_en <= 2'd3;
  if(rem_cmp) begin 
    rem_next0 <=rem_a2b-sqrt_l2a1;
  end
  else 
   begin
    rem_next0 <=rem_a2b;
   end
 end
            3'd3 : begin 
                icnt <= icnt-1;
                din_reg <= {din_reg[din_width-3:0], 2'b00};
                sqrt_data <= {sqrt_data[sqrt_width-2:0], sqrt_next};
                rem_data <= rem_next0;
                if (icnt==0) begin 
                    sqrt_en <= 2'd0;
                    rem_next0 <= 'd0;
                    busy <='d0;
                end
                else 
                 begin 
                  sqrt_en <= 2'd1;
                  rem_next0 <= rem_next0;
                  busy <='d1;
                 end
            end
        endcase
    end
end
assign busy_o = busy;
assign sqrt_o = sqrt_data;
assign rem_o = rem_data;
function integer clogb2;
    input integer depth;
        for (clogb2=0; depth>0; clogb2=clogb2+1)
            depth = depth >> 1;
endfunction
endmodule
File: run.sh
#!/bin/bash
# OpenROAD 26Q1-2900-gdf79404cd8, Yosys 0.63+post, stock flow scripts
make -C /OpenROAD-flow-scripts/flow DESIGN_CONFIG=/design/flow/config.mk WORK_HOME=/design/flow/orfs finish
==> notes.md <==
run results: core area=0.0152 mm^2, Area Overhead vs Synth=25.7%, Max VDD drop=0.0000967 V, Final HPWL DP=9440 um, number of synthesized flops with an enable pin=79, non-filler cells in the finished layout=839, antenna violation net count after detailed routing=0, Post-Route Setup TNS=0 ns, Setup crit start kind=input pin, grt ovf=0, Tcrit/Tclk final=35.1%, DRC viols=0, FMAX=0.226 GHz, Yosys Instances=553, chip area=0.0160 mm^2, Rel. slew slack=44.9%, worst-margin pin slew=0.825 ns, final hold viol count=0, DR vias/cell=5.34, Synth Warn #=1, area reported by Yosys stat=0.00621 mm^2, FP Core Util=40.8%, Synth top area share=38.2%, H-tree Lvls=4, DIE HEIGHT=127 um, vias in the first global route=4592, vias=4483, final wirelength=13700 um, row count=45, post-CTS sizing=0, worst path cell trace=clkdlybuf4s50_1, nand2_1, o21ai_1, and2_4, buf_4, CP peak stage delay=0.62 ns, Placed Cells=807, OpenROAD warning count=27, CTS max path bufs=2, Seq share, synth=55.6%, Max Cap Violations=0, Async S/R FF share, synth=35.2%, initial antenna violation count=0, Power Density=275 mW/mm^2, WL per Instance=16.4 um, Worst Setup Path Type=in2reg, CP Buf/Inv Count=2, max-slew violations=0, CP top delay family=buffers and inverters, CP Max Fanout=54, Pre-antenna DRT Iters=4, CTS tree=built, Crit. End Element=register, layout cells sized above 1=13.7%, final setup fails=0, antenna cell count=0, cell leakage power=3.02 nW, max reg flops=32, Min-Delay Path Class=reg2reg, Ports=83, RSZ-0062 raised after global routing=false, area of the mapped netlist=0.00621 mm^2, clk sinks=122, Cells after Synth=553, Latency at later pin=0.42 ns, Distinct cells, synth=57, Slowest-stage cell, CP=buf_4, CP Data Required Time=12.64 ns, Yosys reg bits=122, Synth Flop Type=edfxtp_1, RePlAce Congestion=0.918, flop2flop setup slack=8.96 ns, area leader, netlist=edfxtp_1, port bufs=82, clk slew on worst S/H paths=0.06 ns, status=complete, no violations, crit path DAT=4.47 ns, Post-synth area hogs=edfxtp_1, dfrtp_1, mux2_2, ha_1, and2_1, first-pass GRT wire length=22800 um, largest net degree at the start of global routing=73, Starting DRT DRC Count=272, Die X=127 um, root buf cell=clkbuf_16, min Tclk post-route=4.42 ns, Worst Clk Skew=0.00628 ns, Mapped Avg Cell Area=11.2 um^2, postcts setup bufs=0, CTS Hold Bufs=0, Total GRT Usage=18.9%, total CTS buffers=17
-- cell usage after synthesis, types with 9 or more instances --
cell type,count
a21oi_1,26
a31oi_1,9
and2_1,36
clkbuf_1,15
dfrtp_1,38
edfxtp_1,79
ha_1,20
inv_1,28
mux2_2,30
mux2i_1,12
nand2_1,35
nand3_1,24
nor2_1,34
o21ai_0,43
xnor2_1,16
xor2_1,9
-- final cells by class --
type | instances | area, um^2
fillers | 1310 | 7400
flip-flops and latches | 122 | 3460
multi-input cells | 379 | 2540
repair buffers | 90 | 876
clock buffers | 17 | 425
well taps | 188 | 235
clock inverters | 15 | 164
inverters | 28 | 105
-- worst paths after layout --
| check | startpoint | to | cells past startpoint |
|---|---|---|---|
| setup / recovery | din_valid_i | rem_data[10]$_SDFFCE_PN0P_ | 5 |
| hold / removal | sqrt_en[1]$_DFF_PN0_ | sqrt_en[2]$_DFF_PN0_ | 0 |
| setup reg to reg | sqrt_en[4]$_DFF_PN0_ | rem_data[10]$_SDFFCE_PN0P_ | 5 |
| hold reg to reg | sqrt_en[1]$_DFF_PN0_ | sqrt_en[2]$_DFF_PN0_ | 0 |
| max in group asynchronous | rst_n | sqrt_en[4]$_DFF_PN0_ | 2 |
| min in group asynchronous | rst_n | rem_next0[7]$_DFFE_PN0P_ | 2 |
-- through the flow --
stage	instance area, um^2	util, %	hold WS (ns)	total power [mW]	setup WS (ns)
2_1_floorplan	6210	-	0.331	1.35	7.48
3_3_place_gp	7220	47.5	0.335	1.66	7.77
3_5_place_dp	7220	47.5	0.341	1.68	7.71
4_1_cts	7800	51.3	0.355	2.17	8.19
5_1_grt	7800	51.3	0.355	2.31	8.06
6_report	7800	51.3	0.352	2.15	8.18
-- where the power goes --
group | total, mW | switching (mW) | internal, mW | leakage, nW
logic | 0.904 | 0.472 | 0.433 | 1.48
registers | 0.764 | 0.118 | 0.646 | 1.25
clock network | 0.477 | 0.183 | 0.294 | 0.285
-- cell usage in the layout, fill, tap and decap left out, types with 6 or more instances in the layout --
cell type and count:
clkdlybuf4s50_1 81, o21ai_1 8, edfxtp_1 79, clkbuf_16 17, mux2_2 30, and2_1 35, a21oi_1 26, xnor2_1 16
o21ai_0 43, buf_4 8, nor3_1 8, a31oi_1 9, nor4_1 6, nand2_1 35, mux2i_1 12, dfrtp_1 37
nor2_1 34, nand3_1 24, inv_1 28, xor2_1 9, ha_1 20
-- logic make-up after synthesis --
kind of cell,after synthesis,share of synthesized area [%]
compound gates,117,11.2
xor+xnor,25,3.53
fa+ha+maj,20,4.03
buf+inv,52,3.43
flops,122,55.6
mux,42,7.38
simple gates,175,14.8
-- layer usage --
layer | part of all wire [%] | GRT usage (%) | vias to the layer above
li1 | - | - | 2183
met1 | 44 | 27.9 | 2121
met2 | 46 | 29.2 | 148
met3 | 8.0 | 5.50 | 31
met4 | 2.6 | 4.54 | 0
met5 | 0 | 0 | -
Power is estimated from default activity; no workload was simulated.
